$ cat /design/flow/constraint.sdc
current_design Table

set clk_period 76.0
set clk_io_pct 0.2

create_clock -name clk0 -period $clk_period [get_ports {i_clk}]

set non_clock_inputs [all_inputs -no_clocks]
set_input_delay [expr $clk_period * $clk_io_pct] -clock clk0 $non_clock_inputs
set_output_delay [expr $clk_period * $clk_io_pct] -clock clk0 [all_outputs]
$ cat /design/flow/run.sh
#!/bin/bash
# OpenROAD 26Q1-2900-gdf79404cd8, Yosys 0.63+post, stock flow scripts
make -C /OpenROAD-flow-scripts/flow DESIGN_CONFIG=/design/flow/config.mk WORK_HOME=/design/flow/orfs finish
$ cat /design/flow/config.mk
export PLATFORM = sky130hd
export DESIGN_NAME = Table
export DESIGN_NICKNAME = Table
export VERILOG_FILES = /design/flow/design.v
export SDC_FILE = /design/flow/constraint.sdc
export NUM_CORES = 4
export LEC_CHECK = 1
export CORE_UTILIZATION = 50
export SYNTH_MEMORY_MAX_BITS = 65536
$ cat /design/flow/design.v
module Table(
	o_data,
	i_data,
	i_x,
	i_y,
	i_writeEnable,
	i_clk
);
output	logic	[15:0] 	o_data;
input				[15:0] 	i_data;
input				[5:0] 	i_x;
input				[5:0] 	i_y;
input							i_writeEnable;
input							i_clk;
logic [15:0] m_mem[1023:0];
always_ff @ (posedge i_clk)begin
	if(i_writeEnable)m_mem[{i_y, i_x}] <= i_data;
end
assign o_data = m_mem[{i_y, i_x}];
endmodule
==> results.py <==
# Flow results
metrics = {
    "final_timing": {
        "slew-limit-headroom": 0.131,
        "setup_viol_count_final": 0,
        "timing.final.ws_setup_ps": 34730,
        "rsz0062_at_grt": "false",
        "worstMarginPinSlew_ps": 1290,
        "final_max_slew_violation_tally": 0,
        "finalSetupTns_ps": 0,
        "period_needed_ps": 41270,
        "max_clock_freq_mhz": 24.2,
        "layout_worst_path_cycle_share": 0.543,
        "hold_violations": 0,
    },
    "global_routing": {
        "grt.overflow.total": 0,
        "track_usage": 0.321,
        "gr-usage-met2": 0.435,
        "grt_antenna_before_repair": 200,
        "grt_pass1_vias": 337000,
        "busiest_layer": "met2",
        "grt_pass1_wl_um": 2500000,
        "met1_track_utilization_from_global_routing": 0.380,
        "globalRouteMet3Util": 0.273,
        "grt_max_degree": 132,
    },
    "cells_and_area": {
        "share_of_layout_cells_above_drive_strength_1": 0.172,
        "syn_to_final_growth_pct": 13.7,
        "largest_registers": "m_mem (16384)",
        "post-route-util": 0.571,
        "largest_register": "m_mem",
        "largest_reg_flops": 16400,
    },
    "power": {
        "internal_power_mw": 14.9,
        "comb_power_share": 0.045,
        "p_clk_frac": 0.427,
        "switchingPower_mw": 3.94,
        "seqPwrFrac": 0.529,
        "vdd_ir_drop_max_mv": 0.0239,
        "power.share.switching": 0.209,
        "leakagePower_nw": 237,
        "power_per_cell_area_nw_per_um2": 26.4,
    },
    "synth": {
        "synthCells": 32100,
        "synthDistinctLibCells": 63,
        "yosysWarnings": 1,
        "yosys-top-cells-area": "edfxtp_1 (79%), mux2i_1 (9.0%), mux4_2 (5.0%)",
        "async_reset_ff_frac": 0,
        "yosysTopAreaCellShare": 0.786,
        "synth_chip_area_um2": 626000,
        "yosys.stat.seqShare": 0.786,
        "dominantRegCellSynth": "edfxtp_1",
        "most_common_library_cells_after_synthesis": "edfxtp_1 (16,400), mux2i_1 (5,623), o22ai_1 (2,248)",
        "synth.yosys.num_cells": 32100,
        "largest_area_cell": "edfxtp_1",
        "synthMostInstantiatedCell": "edfxtp_1",
        "edf_count": 16400,
        "synth-seq-cells": 16400,
        "mean_instance_size_in_the_synthesized_netlist_um2": 19.5,
        "synth_area_um2": 626000,
    },
    "clock_network": {
        "cts_hold_buffers": 0,
        "clk_pin_slew_worst_paths_ps": 60,
        "clock_path_buffers": 6,
        "cts.root.buffer_cell": "clkbuf_16",
        "cts.sinks": 16400,
        "tritoncts_clock_tree": "yes",
        "post-cts-setup-buffer-count": 0,
        "total_clock_buffers_created_by_cts": 1723,
        "cts_htree_levels": 7,
        "postCtsResizedCells": 0,
    },
    "worst_hold_path": {
        "worst_hold_path_type": "primary input to flop",
    },
    "die": {
        "die_area_um2": 1260000,
        "floorplan_core_density": 0.502,
        "fp.dieH_um": 1120,
        "placementRows": 410,
        "top_level_ports": 46,
        "die_w_um": 1120,
        "core-area_um2": 1250000,
    },
    "drt": {
        "drt_antenna_net_count": 1,
        "post_drt_via_cell_ratio": 6.05,
        "route.vias.total": 319000,
        "drt_pre_antenna_iters": 6,
        "dr.first_iter.drc_count": 21400,
        "route.final.wire_length_um": 1800000,
        "avgRoutedWirePerCell_um": 34.1,
        "route.detailed.drc": 0,
    },
    "critical_path": {
        "cp.required_ps": 60800,
        "worst-setup-path-type": "primary input to primary output",
        "critPathArrivalTime_ps": 26070,
        "crit_path_launch_type": "primary input",
        "crit_path_max_fanout": 45,
        "cp-end-kind": "primary output",
    },
    "outcome": {
        "outcome": "finished with violations",
        "violations": "antenna rules",
    },
    "placed_design": {
        "port_buffers": 43,
        "gp_congestion": 0.911,
        "preCtsSetupSlack_ps": 34800,
        "dp_hpwl_um": 1100000,
    },
    "flow_run": {
        "warning_count": 102,
        "maxCapViolCount": 0,
    },
}
-- per-layer routing --
metal  part of all wire  vias up
met3               0.20     3426
li1                   -   137000
met4              0.049      184
met5             0.0024        -
met2               0.45    19900
met1               0.30   159000
-- kinds of logic (layout without fill, tap and decap cells) --
| family | after synthesis | count (layout) | synth area share |
|---|---|---|---|
| other | 0 | 502 | 0 |
| AND-OR/OR-AND | 3717 | 3717 | 0.0382 |
| multiplexers | 7026 | 7026 | 0.140 |
| AND/OR/NAND/NOR | 3026 | 3026 | 0.0220 |
| flip-flops | 16400 | 16400 | 0.786 |
| buffers and inverters | 1979 | 5382 | 0.0137 |
-- through the flow --
stage,instance area (um^2),total power [mW],hold WS [ps],instances
after global routing,711000,19.3,14270,52400
after detailed placement,657000,11.0,15650,49200
final,712000,18.8,14310,52700
after global placement,657000,11.0,15640,49200
after CTS,711000,18.9,14220,52200
after floorplan,626000,10.5,15300,32100
-- power groups by stage --
stage                 Combinational (mW)  Clock (mW)  Sequential, mW
final                              0.837        8.02            9.95
after global routing               0.886        8.46            9.94
after CTS                          0.833        8.12            9.95
-- critical path: stages --
cell             delay [ps]
buf_16                  290
buf_4                   650
buf_4                   600
buf_4                   620
buf_4                   630
buf_4                   640
buf_4                   600
buf_4                   500
buf_4                   650
buf_4                   560
buf_4                   610
buf_4                   580
mux2i_1                 260
o22ai_1                 100
or4_1                   630
a21oi_1                 160
o221ai_1                270
nand3_1                 310
nand4_1                 620
or3_1                   780
clkdlybuf4s50_1         490
-- final timing paths --
check	start	end	slack (ps)	cells past startpoint
hold / removal	i_data[7]	m_mem[92][7]$_DFFE_PP_	14310	1
setup / recovery	i_x[1]	o_data[4]	34730	21
-- layout by cell type (no fill, tap or decap), drive strengths merged, types with 150 or more instances in the layout --
cell	instances
nor3	368
nor2	1568
mux2i	5623
buf	2321
nand3	202
clkbuf	2091
nand2	288
o2111ai	184
nor4	334
clkinv	738
edfxtp	16400
o22ai	2248
o21ai	521
diode	502
bufinv	150
a22oi	345
mux4	1384
-- layout make-up --
cell class                 count  area, um^2
antenna                      502        1260
multi-input combinational  13800      126000
fill                       89500      535000
inverter                       2        15.0
sequential                 16400      492000
timing repair buffer        2338       18400
clock inverter               951        8380
tap                        16700       20900
clock buffer                2091       44900
Power is estimated from default activity; no workload was simulated.

## /design/flow/run.sh

```bash
#!/bin/bash
# OpenROAD 26Q1-2900-gdf79404cd8, Yosys 0.63+post, stock flow scripts
make -C /OpenROAD-flow-scripts/flow DESIGN_CONFIG=/design/flow/config.mk WORK_HOME=/design/flow/orfs finish
```

## /design/flow/constraint.sdc

```tcl
current_design SPI_Master

set clk_period 2.0
set clk_io_pct 0.2

create_clock -name clk0 -period $clk_period [get_ports {i_clk}]

set non_clock_inputs [all_inputs -no_clocks]
set_input_delay [expr $clk_period * $clk_io_pct] -clock clk0 $non_clock_inputs
set_output_delay [expr $clk_period * $clk_io_pct] -clock clk0 [all_outputs]
```

## /design/flow/design.v

```verilog
module SPI_Master(
	o_MOSI,
	o_MISO_DATA,
	o_SCLK,
	o_SS,
	o_DIN_EMPTY,
	o_DATA_READY,
	i_MISO,
	i_DIN,
	i_LD_DIN,
	i_DATA_READ,
	i_clk
);
output	logic				o_MOSI;
output	logic	[7:0]		o_MISO_DATA;
output	logic				o_SCLK;
output	logic				o_SS					= 1'b1;
output	logic				o_DIN_EMPTY;
output	logic				o_DATA_READY		= 1'b0;
input							i_MISO;
input				[7:0]		i_DIN;
input							i_LD_DIN;
input							i_DATA_READ;
input							i_clk;
			logic 			m_SCLK_LAST;
			logic 			m_SCLK_RISING;
			logic				m_SCLK_FALLING;
			logic				m_SS;
			logic				m_LD_R;
			logic				m_LD_SR;
			logic				m_CLK_EN;
			logic				m_CLK_DIV_EN;
			logic				m_SCLK;
			logic				m_SHIFT;
			logic				m_RCO;
			logic				m_NEW_DATA 			= 1'b0;
			logic	[7:0]		m_DIN_R				= 8'b0;
			logic	[7:0]		m_MOSI_SR			= 8'b0;
			logic	[7:0]		m_MISO_SR			= 8'b0;
			logic	[2:0]		m_SHIFT_COUNT		= 3'b0;
			logic	[2:0]		m_CLK_DIV_COUNT	= 3'b0;
SPI_Master_FSM FSM(
	.o_LD_SR(m_LD_SR),
	.o_LD_R(m_LD_R),
	.o_Shift(m_SHIFT),
	.o_CLK_EN(m_CLK_EN),
	.o_CLK_DIV_EN(m_CLK_DIV_EN),
	.o_SS(m_SS),
	.i_New_Data(m_NEW_DATA),
	.i_RCO(m_RCO),
	.i_Fall_SCLK(m_SCLK_FALLING),
	.i_Rise_SCLK(m_SCLK_RISING),
	.i_clk(i_clk)
);
always_ff@(posedge i_clk)begin
	m_SCLK_LAST 				<=	m_SCLK;
	if(m_CLK_DIV_EN) begin
		m_CLK_DIV_COUNT = m_CLK_DIV_COUNT + 3'b1;
		if(m_CLK_DIV_COUNT == 3'd5)begin
			m_CLK_DIV_COUNT 	= 3'b0;
			m_SCLK				= ~m_SCLK;
		end
	end
	else begin
		m_CLK_DIV_COUNT 		= 	3'b0;
		m_SCLK					=	1'b0;
	end
end		
assign o_SCLK = m_SCLK & m_CLK_EN;
assign m_SCLK_RISING 		=	m_SCLK 		& (m_SCLK ^ m_SCLK_LAST); 
assign m_SCLK_FALLING 		=  m_SCLK_LAST & (m_SCLK ^ m_SCLK_LAST);
always_ff@(posedge i_clk)begin
	if(i_LD_DIN)begin
		m_NEW_DATA 		= 	1'b1;
		m_DIN_R			=	i_DIN;
	end
	else if(m_LD_SR && m_SCLK_FALLING) begin
		m_NEW_DATA		= 1'b0;
	end
end
assign o_DIN_EMPTY = ~m_NEW_DATA;
always_ff@(posedge m_SCLK)begin
	if(m_SHIFT)begin
		m_SHIFT_COUNT = m_SHIFT_COUNT + 3'b1;
	end
	else begin
		m_SHIFT_COUNT = 3'b0;
	end
end
assign m_RCO = m_SHIFT_COUNT == 3'b111;
always_ff@(negedge m_SCLK)begin
	if(m_LD_SR)
		m_MOSI_SR 	= m_DIN_R;
	else if(m_SHIFT)
		m_MOSI_SR 	= {m_MOSI_SR[6:0], m_MOSI_SR[7]};
end
assign o_MOSI = m_MOSI_SR[7];
always_ff@(posedge m_SCLK)begin
	if(m_SHIFT)
		m_MISO_SR	= {m_MISO_SR[6:0],i_MISO};
end
always_ff@(negedge m_SCLK)begin
	if(m_LD_R)
		o_MISO_DATA <= m_MISO_SR;
end
always_ff@(posedge m_SCLK)begin
	o_SS = m_SS;
end
always_ff@(posedge i_clk)begin
	if(i_DATA_READ)begin
		o_DATA_READY <= 1'b0;
	end
	else if(m_LD_R && m_SCLK_FALLING)begin
		o_DATA_READY <= 1'b1;
	end
end
endmodule
module SPI_Master_FSM(
	o_LD_SR,
	o_LD_R,
	o_Shift,
	o_CLK_EN,
	o_CLK_DIV_EN,
	o_SS,
	i_New_Data,
	i_RCO,
	i_Fall_SCLK,
	i_Rise_SCLK,
	i_clk
);
output	logic			o_LD_SR;
output	logic			o_LD_R;
output	logic 		o_Shift;
output	logic			o_CLK_EN;
output	logic			o_CLK_DIV_EN;
output	logic			o_SS;
input		logic			i_New_Data;
input		logic			i_RCO;
input		logic			i_Fall_SCLK;
input		logic			i_Rise_SCLK;
input		logic			i_clk;
localparam 	IDLE 		= 	0,
				LOAD_SR	=	1,
				SHIFT		=	2,
				RELOAD	=	3,
				DONE		=	4,
				CHIPSEL	=	5;
reg[2:0] m_PS, m_NS;
always_ff@(posedge i_clk)begin
	m_PS = m_NS;
end
always_comb begin
	case(m_PS)
	IDLE:begin
		m_NS = IDLE;
		if(i_New_Data)
			m_NS = LOAD_SR;
	end
	LOAD_SR:begin
		m_NS = LOAD_SR;
		if(i_Fall_SCLK)
			m_NS = SHIFT;
	end
	SHIFT:begin
		m_NS = SHIFT;
		if(i_RCO && i_Fall_SCLK)begin
			if(i_New_Data)
				m_NS = RELOAD;
			else 
				m_NS = DONE;
		end
	end
	RELOAD:begin
		m_NS = RELOAD;
		if(i_Fall_SCLK)
			m_NS = SHIFT;
	end
	DONE:begin
		m_NS = DONE;
		if(i_Fall_SCLK)
			m_NS = CHIPSEL;
	end
	CHIPSEL:begin
		m_NS = CHIPSEL;
		if(i_Rise_SCLK)
			m_NS = IDLE;
	end
	default: m_NS = IDLE;
	endcase
end
always_comb begin
	o_LD_SR 			<= 0;
	o_LD_R			<= 0;
	o_Shift			<=	0;
	o_CLK_EN			<=	0;
	o_CLK_DIV_EN 	<= 0;
	o_SS				<= 0;
	case(m_PS)
	IDLE:begin
		o_SS				<= 1;
	end
	LOAD_SR:begin
		o_LD_SR 			<= 1;
		o_CLK_DIV_EN	<= 1;
	end
	SHIFT:begin
		o_Shift 			<= 1;
		o_CLK_EN			<= 1;
		o_CLK_DIV_EN	<= 1;
	end
	RELOAD:begin
		o_LD_SR 			<= 1;
		o_LD_R			<= 1;
		o_Shift			<= 1;
		o_CLK_EN			<= 1;
		o_CLK_DIV_EN	<= 1;
	end
	DONE:begin
		o_LD_R			<= 1;
		o_Shift			<= 1;
		o_CLK_EN			<= 1;
		o_CLK_DIV_EN	<= 1;
	end
	CHIPSEL:begin
		o_CLK_DIV_EN	<= 1;
		o_SS				<= 1;
	end
	default:;
	endcase
end
endmodule
```

## /design/flow/config.mk

```make
export PLATFORM = sky130hd
export DESIGN_NAME = SPI_Master
export DESIGN_NICKNAME = SPI_Master
export VERILOG_FILES = /design/flow/design.v
export SDC_FILE = /design/flow/constraint.sdc
export NUM_CORES = 4
export LEC_CHECK = 1
export CORE_UTILIZATION = 30
```

==> impl_metrics.csv <==
group,metric,value,unit
yosys,seq_area_frac_synth,71.3,%
yosys,synthesis.instances,108,
worst_setup_path,worstReg2RegEnd,"FSM.m_PS[1]",
timing,worst_pin_slew,0.387,ns
worst_setup_path,crit_arrival,1.52,ns
clocking,cts_tree,"built",
route,insertedDiodeCount,0,
yosys,synth_flop_count,46,
power_and_ir_drop,p_leak,0.845,nW
layout,fin_area,2130,um2
worst_setup_path,path_buffers,1,
grt,grt_overflow_total,0,
layout,lay_top_count,"edfxtp_1",
clocking,cts_hold_buf,0,
power_and_ir_drop,ir_drop,0.319,mV
min_path,min_path_type,"reg -> reg",
place,pre_cts_ws,0.155,ns
yosys,fa_ha_area_share,2.87,%
clocking,cts.clk_slew.worst_paths,0.07,ns
layout,fin_util,38.5,%
run_status,status,"finished, final reports clean",
clocking,clock_latency,0.25,ns
floorplan,core-area,5540,um2
yosys,ys_top_logic_family,"simple AND/OR/NAND/NOR gates",
grt,antenna_found_initial,0,
floorplan,die_y,78.2,um
min_path,hold_depth,1,
grt,grt_pass1_wl,4.48,mm
route,drc,0,
timing,max_slew_margin,74.1,%
route,drt_wl_total,2.54,mm
yosys,simple_gate_share,9.91,%
worst_setup_path,rr_worst_depth,4,
route,drt-wirelength-per-cell,12.1,um
clocking,cts_buffers,3,
grt,grt_pass1_vias,936,
worst_setup_path,cp_max_fo,9,
yosys,ys_cells,108,
layout,drive_above_1_share,19.0,%
floorplan,chip_area,6110,um2
worst_setup_path,r2r-start,"m_SCLK",
worst_setup_path,reg2reg_slack,0.78,ns
route,firstDrtPassIters,3,
place,place_area,2050,um2
grt,grt.total_usage,9.66,%
power_and_ir_drop,p_per_area,331,nW/um2
timing,post-route-min-period,1.92,ns
floorplan,num_rows,27,
timing,untimed_endpoints,62,
worst_setup_path,cpMaxStageDelayCell,"clkdlybuf4s50_1",
layout,mostFrequentLayoutCells,"edfxtp_1, clkdlybuf4s50_1, dfxtp_1",
floorplan,ios,25,
clocking,clockBufferDepth,2,
route,routed_via_density,4.34,
worst_setup_path,crit_chain,"nor3b_4, nor2_2, nor2_1, clkdlybuf4s50_1",
route,drtAntennaViolNets,0,
clocking,root_buffer,"clkbuf_8",
yosys,synthAoiAreaFrac,4.38,%
flow_run,maxCapViolCount,0,
yosys,top_cell_area_share,55.2,%
timing,setup_ws,0.0758,ns
yosys,ys_sh_mux,6.90,%
worst_setup_path,path_class,"reg -> out",
timing,period_used_share,96.2,%
timing,finClkSkew,0.000536,ns
yosys,yosys_warnings,2,
timing,fmaxAchievable,520,MHz
worst_setup_path,critPathTopFamily,"buffers and inverters",
timing,hold_viol,0,
grt,grt_max_degree,19,
floorplan,die_w,78.2,um
route,drtIter0Drc,47,
worst_setup_path,critPathMaxStageDelay,0.46,ns
floorplan,initial_utilization,31.4,%
timing,setup_viol,0,
route,vias,907,
place,dpl.hpwl,1.83,mm
timing,final_max_slew_viol_count,0,
worst_setup_path,cp.required,1.60,ns
min_path,worstHoldEndpoint,"m_CLK_DIV_COUNT[0]",
yosys,ys_types,32,
timing,hold-worst-slack,0.467,ns
place,routabilityCongestion,0.799,
min_path,min_from,"m_CLK_DIV_COUNT[0]",
place,io_buffers,24,
flow_run,warnings,26,
yosys,yosys.area.top_type,"edfxtp_1",
yosys,yosys-top-cells-area,"edfxtp_1, dfxtp_1, mux2_4",
yosys,avgSynthCellArea,16.1,um2
yosys,ys_area,1740,um2
worst_setup_path,critPathLaunchType,"flip-flop",
clocking,cts_htree_levels,1,
layout,area_growth,22.5,%
timing,unclocked_pins,28,
yosys,syn_area,1740,um2
yosys,synthXorXnorAreaFrac,1.01,%
worst_setup_path,endpoint_kind,"output port",
## how the worst max path moves through the flow
stage / depth (start not counted) / start / endpoint
final: 4 / FSM.m_PS[2] / o_SCLK
after global routing: 4 / FSM.m_PS[2] / o_SCLK
after CTS: 4 / FSM.m_PS[2] / o_SCLK
## final cells by class
class                   instances  area [um2]
multi-input cells              51         448
flip-flops and latches         46        1250
inverters                       8        30.0
repair buffers                 28         270
clock buffers                   4        45.0
fillers                       526        3410
well taps                      72        90.1
## metrics by stage
step | std cells | TNS (ns) | total power [W]
2_1_floorplan | 108 | 0 | 0.000431
3_3_place_gp | 203 | 0 | 0.000458
3_5_place_dp | 203 | 0 | 0.000459
4_1_cts | 207 | 0 | 0.000720
5_1_grt | 209 | -0.00842 | 0.000736
6_report | 209 | 0 | 0.000706
## per-layer routing
layer | GRT usage, % | routed length (um) | up-vias
met2 | 14.1 | 1130 | 23
met4 | 0.556 | 13 | 0
met1 | 15.6 | 1210 | 437
li1 | - | - | 445
met3 | 3.19 | 178 | 2
met5 | 0 | 0 | -
## sequential cells by signal, indices dropped and copies added, names as in the netlist, 3 cells and up
register         flops
m_DIN_R              8
m_MISO_SR            8
m_MOSI_SR            8
o_MISO_DATA          8
FSM.m_PS             3
m_CLK_DIV_COUNT      3
m_SHIFT_COUNT        3
## kinds of logic after synthesis
group                    Yosys count
AND-OR/OR-AND                     11
XOR/XNOR                           2
adder cells (fa/ha/maj)            4
buffers and inverters             11
flip-flops                        46
multiplexers                       8
AND/OR/NAND/NOR                   26
## Yosys cell counts, drive strengths merged
cell type and number:
o221ai 1, nor2b 4, inv 8, o32ai 1, nor3 2, xnor2 1
edfxtp 32, nor4b 1, o22ai 1, a31oi 1, nand2b 4, buf 3
o21ai 2, nor3b 2, ha 4, dfxtp 14, a21oi 2, nand3b 1
a22o 2, mux2 8, or3 3, nor2 6, xor2 1, nand2 3
a21o 1
## what timing repair did
action,in CTS,in global routing
buffers inserted,0,2
gates resized,4,3
endpoints found under the setup margin,1,1
## where the power goes
group	switching, W	leakage (nW)	total, W	internal, W
clock	0.000117	0.0228	0.000259	0.000141
combinational	0.0000104	0.376	0.0000447	0.0000343
sequential	0.00000283	0.447	0.000403	0.000400
total	0.000131	0.845	0.000706	0.000575
Power and IR drop assume default switching activity.
